===== ./config.mk =====
export PLATFORM = sky130hd
export DESIGN_NAME = mouse_drawer
export DESIGN_NICKNAME = mouse_drawer
export VERILOG_FILES = /design/flow/design.v
export SDC_FILE = /design/flow/constraint.sdc
export NUM_CORES = 4
export LEC_CHECK = 1
export CORE_AREA = 10 10 92 92
export DIE_AREA = 0 0 102 102

===== ./constraint.sdc =====
current_design mouse_drawer

set clk_period 4.3
set clk_io_pct 0.2

create_clock -name clk0 -period $clk_period [get_ports {clk}]

set non_clock_inputs [all_inputs -no_clocks]
set_input_delay [expr $clk_period * $clk_io_pct] -clock clk0 $non_clock_inputs
set_output_delay [expr $clk_period * $clk_io_pct] -clock clk0 [all_outputs]

===== ./design.v =====
module mouse_drawer (
    input  wire        clk,
    input  wire        reset,
    input  wire [9:0]  mouse_x,
    input  wire [9:0]  mouse_y,
    input  wire [9:0]  vga_x,
    input  wire [9:0]  vga_y,
    input  wire [11:0] rgb_in,
    output reg  [11:0] rgb_out
);
    reg [7:0] cursor_bitmap [0:7];
    initial begin
        cursor_bitmap[0] = 8'b10000000;
        cursor_bitmap[1] = 8'b11000000;
        cursor_bitmap[2] = 8'b11100000;
        cursor_bitmap[3] = 8'b11110000;
        cursor_bitmap[4] = 8'b11111000;
        cursor_bitmap[5] = 8'b11100000;
        cursor_bitmap[6] = 8'b11000000;
        cursor_bitmap[7] = 8'b10000000;
    end
    wire [11:0] CURSOR_COLOR = 12'hFFF;
    wire [9:0] dx = vga_x - mouse_x;
    wire [9:0] dy = vga_y - mouse_y;
    always @(posedge clk) begin
        if (reset) begin
            rgb_out <= rgb_in;
        end else begin
            if (dx < 8 && dy < 8) begin
                if (cursor_bitmap[dy][7 - dx] == 1'b1)
                    rgb_out <= CURSOR_COLOR;
                else
                    rgb_out <= rgb_in;
            end else begin
                rgb_out <= rgb_in;
            end
        end
    end
endmodule

===== ./run.sh =====
#!/bin/bash
# OpenROAD 26Q1-2900-gdf79404cd8, Yosys 0.63+post, stock flow scripts
make -C /OpenROAD-flow-scripts/flow DESIGN_CONFIG=/design/flow/config.mk WORK_HOME=/design/flow/orfs finish

==> deck_impl_summary.md <==
Implementation Results

Final layout
  • Commonest Layout Cell: clkdlybuf4s50_1
  • Most common logic cells in the final layout: clkdlybuf4s50_1, inv_1, ha_1
  • Max reg flops: 12
  • Top flop regs: rgb_out x12
  • Top reg by flops: rgb_out
  • Share of cells above drive strength 1: 0.08368
  • Finished Layout Cells: 316
  • Layout area overhead: 53.18%
  • Util after Layout: 0.3448

Routing
  • Drt wl/cell: 12.66 µm
  • Via-per-instance ratio: 4.462
  • N_diodes: 0
  • DRC Markers: 0
  • Routed WL: 4000 µm
  • Initial DRC count: 60
  • Via count: 1410
  • First-pass iteration count of the detailed router: 4
  • Antenna-violating nets left: 0

Die
  • IO Count: 66
  • Fp util: 0.2251
  • Chip Height: 102 µm
  • Rows: 29
  • Chip Width: 102 µm
  • Die Area: 10400 µm²
  • Core ar.: 6459 µm²

Global route
  • Initial antenna violation count: 0
  • First-pass GRT wire length: 6272 µm
  • GRT overflow: 0
  • Gr usage total: 0.07255
  • Vias in the first global route: 1392
  • Largest net degree at the start of global routing: 13

Outcome
  • Outcome: finished, final reports clean

Synthesis
  • Top area cell types: dfxtp_1, ha_1, inv_1
  • Register share after synthesis: 0.1652
  • Post-synth top flop: dfxtp_1
  • Synth Warn #: 1
  • Distinct lib cells: 50
  • Post-synth ARST share: 0
  • Yosys cell count: 175
  • Post-synth tally of flip-flops with integrated enable: 0
  • Chip Area, Yosys: 1454 µm²
  • Synthesized cell area: 1454 µm²
  • Area leader, netlist: dfxtp_1
  • Gate Count Post-Synth: 175
  • Dominant cell area share: 0.1652
  • Synth flops: 12
  • Syn avg cell area: 8.308 µm²

STA
  • Unrepaired setup endpoints after global routing: false
  • Minimum clock period: 3.771 ns
  • Fin. max-slew vios: 0
  • Tcrit/Tclk final: 0.8770
  • Hold_ws: 1.184 ns
  • Setup TNS: 0 ns
  • Final Hold Viols: 0
  • Final WS setup: 0.5288 ns
  • Relative slew slack: 0.4996
  • FMAX: 0.2652 GHz
  • Finish-stage setup viols: 0
  • Slew @ Worst Pin: 0.7506 ns

Worst setup path
  • Critical Setup Path Class: input port to flip-flop
  • Worst setup EP type: flip-flop
  • Startpoint types: input port
  • Critical Path AT: 3.96 ns
  • Crit path depth: 11
  • CP Max Fanout: 12
  • CP bufs+invs: 3
  • Critical Path Max Stage Delay: 0.47 ns
  • Most used cell, CP: inv_1
  • Worst path cell trace: clkdlybuf4s50_1, inv_1, ha_1, inv_1, fa_1, o31a_1, or4_1, a211o_1, nor4_4, o2111ai_2, or2b_1
  • Worst path required time: 4.49 ns
  • Crit path max-delay cell type: fa_1
  • Critical path's top delay family: AND-OR/OR-AND gates

Clocking
  • CTS tree: done
  • Hold_buf cts: 0
  • Setup fix buffers added after clock tree synthesis: 0
  • Total CTS buffers: 3
  • Post-cts sizing count: 0
  • Clock Path Buffers: 2
  • H-tree depth: 1
  • Clk pin slew, worst setup/hold paths: 0.05 ns
  • TritonCTS Sinks: 12
  • Root Driver: clkbuf_8

Worst hold path
  • Hold Path Class: input port to flip-flop
  • Hold Path Cell Cnt: 2

Flow run
  • Log Warnings: 25
  • Max Cap Violations: 0

Placed design
  • Setup WS pre-CTS: 0.2552 ns
  • Port Buffer Count: 65
  • Placer Congestion: 0.7884
  • Post-DP HPWL: 3496 µm
  • Placed Cells: 312

Power and ir drop
  • Pwr Density: 208.7 nW/µm²
  • Maximum VDD drop: 0.08993 mV
  • Leak: 0.9706 nW
==> Yosys cell counts, types with 4 or more instances <==
| master | instances |
|---|---|
| nand2_1 | 4 |
| nor2b_1 | 5 |
| dfxtp_1 | 12 |
| a21oi_1 | 12 |
| o21ai_0 | 8 |
| inv_1 | 25 |
| nand2b_2 | 10 |
| ha_1 | 18 |
| xor2_1 | 8 |
| nor2_1 | 7 |
==> through the flow <==
| step | total power [mW] | cell area, µm² |
|---|---|---|
| after floorplan | 0.2624 | 1454 |
| after global placement | 0.3486 | 2172 |
| after detailed placement | 0.3480 | 2172 |
| after CTS | 0.4697 | 2227 |
| after global routing | 0.5016 | 2227 |
| final | 0.4649 | 2227 |
==> power by group <==
part / switching [mW] / total, mW / internal, mW
logic: 0.0971 / 0.228 / 0.131
registers: 0.00136 / 0.119 / 0.117
clock network: 0.0380 / 0.119 / 0.0806
total: 0.136 / 0.465 / 0.328
==> metal layers <==
layer | share of wire | GRT usage
met3 | 0.082 | 0.01568
met5 | 0 | 0
met1 | 0.52 | 0.1057
met4 | 0.0053 | 0.007592
met2 | 0.39 | 0.1111
==> final timing paths <==
kind / start / endpoint / slack, ns
setup / recovery: vga_y[0] / rgb_out[0]$_DFF_P_ / 0.53
hold / removal: rgb_in[11] / rgb_out[11]$_DFF_P_ / 1.18
==> cell families after synthesis <==
group                      Yosys count  synth area share
adders and majority gates           20            0.1824
DFF                                 12            0.1652
xor gates and xnor gates            12           0.08176
buffers and inverters               30           0.08434
and+or+nand+nor                     47            0.2160
muxes                                2           0.01377
AOI/OAI and AO/OA                   52            0.2565
==> cell type report <==
cell class / instances / area (µm²)
fillers: 670 / 4232
multi-input cells: 133 / 1091
repair buffers: 65 / 650.6
flip-flops and latches: 12 / 240.2
well taps: 77 / 96.34
inverters: 25 / 93.84
clock buffers: 4 / 55.05
No activity file was given, so power comes from the tool's default toggle rates.
