[design/flow/run.sh]
#!/bin/bash
# OpenROAD 26Q1-2900-gdf79404cd8, Yosys 0.63+post, stock flow scripts
make -C /OpenROAD-flow-scripts/flow DESIGN_CONFIG=/design/flow/config.mk WORK_HOME=/design/flow/orfs finish
[design/flow/config.mk]
export PLATFORM = sky130hd
export DESIGN_NAME = ps2_mouse
export DESIGN_NICKNAME = ps2_mouse
export VERILOG_FILES = /design/flow/design.v
export SDC_FILE = /design/flow/constraint.sdc
export NUM_CORES = 4
export LEC_CHECK = 1
export CORE_UTILIZATION = 50
[design/flow/constraint.sdc]
current_design ps2_mouse

set clk_period 3.5
set clk_io_pct 0.2

create_clock -name clk0 -period $clk_period [get_ports {i_clk}]

set non_clock_inputs [all_inputs -no_clocks]
set_input_delay [expr $clk_period * $clk_io_pct] -clock clk0 $non_clock_inputs
set_output_delay [expr $clk_period * $clk_io_pct] -clock clk0 [all_outputs]
[design/flow/design.v]
`timescale 1ns / 1ps
module ps2_validator(
                     input wire [10:0] i_word1,
                     input wire [10:0] i_word2,
                     input wire [10:0] i_word3,
                     input wire [10:0] i_word4,
                     output wire [7:0] o_signal1,
                     output wire [7:0] o_signal2,
                     output wire [7:0] o_signal3,
                     output wire [7:0] o_signal4,
                     output wire       o_valid
                     );
   wire                                parity1, parity2, parity3, parity4, parity;
   wire                                start1, start2, start3, start4, start;
   wire                                stop1, stop2, stop3, stop4, stop;
   wire                                valid1, valid2, valid3, valid4;
   assign {start1, o_signal1, parity1, stop1} = i_word1;
   assign {start2, o_signal2, parity2, stop2} = i_word2;
   assign {start3, o_signal3, parity3, stop3} = i_word3;
   assign {start4, o_signal4, parity4, stop4} = i_word4;
   assign valid1 = ~^o_signal1 == parity1;
   assign valid2 = ~^o_signal2 == parity2;
   assign valid3 = ~^o_signal3 == parity3;
   assign valid4 = ~^o_signal4 == parity4;
   assign parity = valid1 && valid2 && valid3 && valid4;
   assign start = (!start1 && !start2 && !start3 && !start4);
   assign stop = (stop1 && stop2 && stop3 && stop4);
   assign o_valid = (start && stop && parity);
endmodule
`timescale 1ns / 1ps
module ps2_mouse_map(
                     input wire        i_clk,
                     input wire        i_reset,
                     input wire [7:0]  i_signal1,
                     input wire [7:0]  i_signal2,
                     input wire [7:0]  i_signal3,
                     input wire [7:0]  i_signal4,
                     output wire [7:0] o_x,
                     output wire [7:0] o_y,
                     output wire       o_x_sign,
                     output wire       o_y_sign,
                     output wire       o_l_click,
                     output wire       o_r_click,
                     output wire       o_x_overflow,
                     output wire       o_y_overflow
                     );
   assign o_x = i_signal2;
   assign o_y = i_signal3;
   assign {o_x_overflow, o_y_overflow} = i_signal1[1:0];
   assign {o_x_sign, o_y_sign} = i_signal1[3:2];
   assign {o_l_click, o_r_click} = i_signal1[7:6];
endmodule
`timescale 1ns / 1ps
module ps2_signal(
                  input wire         i_clk,
                  input wire         i_reset,
                  input wire         i_PS2Clk,
                  input wire         i_PS2Data,
                  output wire [10:0] o_word1,
                  output wire [10:0] o_word2,
                  output wire [10:0] o_word3,
                  output wire [10:0] o_word4,
                  output wire        o_ready
                  );
   reg [43:0]                        fifo;
   reg [43:0]                        buffer;
   reg [5:0]                         counter;
   reg [1:0]                         PS2Clk_sync;
   reg                               ready;
   reg                               PS2Data;
   wire                              PS2Clk_negedge;
   assign o_word1 = fifo[33 +: 11];
   assign o_word2 = fifo[22 +: 11];
   assign o_word3 = fifo[11 +: 11];
   assign o_word4 = fifo[0 +: 11];
   assign o_ready = ready;
   assign PS2Clk_negedge = (PS2Clk_sync == 2'b10);
   initial
     begin
        fifo <= 44'b0;
        buffer <= 44'b0;
        counter <= 6'b0;
        PS2Clk_sync <= 2'b1;
        ready <= 1'b0;
        PS2Data <= 1'b0;
     end  
   always @(posedge i_clk)
     begin
        if(i_reset)
          begin
             fifo <= 44'b0;
             buffer <= 44'b0;
             counter <= 6'b0;
             ready <= 1'b0;
             PS2Clk_sync <= 2'b1;
             PS2Data <= 1'b0;
          end
        else
          begin
             PS2Clk_sync <= {PS2Clk_sync[0], i_PS2Clk};
             PS2Data <= i_PS2Data;
             if(PS2Clk_negedge)
               begin
                  buffer <= {buffer, PS2Data};
                  counter <= counter + 6'b1;
               end
             if(counter == 6'd44)
               begin
                  fifo <= buffer;
                  buffer <= 44'b0;
                  counter <= 6'b0;
                  ready <= 1'b1;
               end
             else
               begin
                  ready <= 1'b0;
                  fifo <= 44'b0;
               end
          end
     end
endmodule
`timescale 1ns / 1ps
module ps2_mouse(
                 input wire        i_clk,
                 input wire        i_reset,
                 input wire        i_PS2Data,
                 input wire        i_PS2Clk,
                 output wire [7:0] o_x,
                 output wire       o_x_ov,
                 output wire       o_x_sign,
                 output wire [7:0] o_y,
                 output wire       o_y_ov,
                 output wire       o_y_sign,
                 output wire       o_r_click,
                 output wire       o_l_click,
                 output wire       o_valid
                 );
   wire [10:0]                     word1, word2, word3, word4;
   wire [7:0]                      signal1, signal2, signal3, signal4;
   wire                            valid, ready;
   assign o_valid = ready && valid;
   ps2_signal ps2_signal(
                         .i_clk(i_clk),
                         .i_reset(i_reset),
                         .i_PS2Clk(i_PS2Clk),
                         .i_PS2Data(i_PS2Data),
                         .o_word1(word1),
                         .o_word2(word2),
                         .o_word3(word3),
                         .o_word4(word4),
                         .o_ready(ready)
                         );
   ps2_validator ps2_validator(
                               .i_word1(word1),
                               .i_word2(word2),
                               .i_word3(word3),
                               .i_word4(word4),
                               .o_signal1(signal1),
                               .o_signal2(signal2),
                               .o_signal3(signal3),
                               .o_signal4(signal4),
                               .o_valid(valid)
                               );
   ps2_mouse_map ps2_mouse_map(
                               .i_clk(i_clk),
                               .i_reset(i_reset),
                               .i_signal1(signal1),
                               .i_signal2(signal2),
                               .i_signal3(signal3),
                               .i_signal4(signal4),
                               .o_x(o_x),
                               .o_y(o_y),
                               .o_x_overflow(o_x_ov),
                               .o_y_overflow(o_y_ov),
                               .o_x_sign(o_x_sign),
                               .o_y_sign(o_y_sign),
                               .o_l_click(o_l_click),
                               .o_r_click(o_r_click)
                               );
endmodule
==> results.toml <==
# generated from flow reports
[final_timing]
fmax_mhz = 333.4
tns_ns = 0
hold_violations = 0
worst_slew_pin_slew_ns = 0.5222
setup_slack_ns = 0.5004
rsz0062_at_grt = "false"
slew_headroom = 0.6519
setup_viol = 0
min_period_ns = 3.000
finalClockSkew_ns = 0.005058
fin_crit_sh = 0.8570
slew_violations = 0
fin_hold_ws_ns = 0.4372

[placement]
placedCellCount = 467
io_buffer_count = 26
dp_slack_ns = 0.8487
gp_routability_congestion = 0.7197
hpwl_mm = 3.064

[logic_synthesis]
ys_area_um2 = 3513
largest_area_cell = "dfxtp_1"
yosysUniqueCellTypes = 26
area_leaders = "dfxtp_1, nand2_1, and2_1, a21oi_1, xnor2_1"
syn_area_um2 = 3513
ys_seq_frac = 0.5584
yosysTopAreaCellShare = 0.5584
synth_flops = 98
syn_area_per_cell_um2 = 9.319
yosys_cells = 377
synthCells = 377
ys_warn_count = 1

[worst_setup_path]
crit_path_end_kind = "output port"
crit_end = "o_valid"
reg2reg_depth = 7
r2r_slack_ns = 1.85
crit_cells = 6
cp_cell_sequence = "xor2_1 -> xnor3_1 -> xnor2_1 -> nand2_1 -> nor4_2 -> clkdlybuf4s50_1"
r2r_start = "ps2_signal.counter[0]$_SDFFE_PP0N_"
critPathLaunchType = "register"
reg2reg_to = "ps2_signal.buffer[21]$_SDFFE_PP0N_"
startpoint = "ps2_signal.fifo[37]$_SDFF_PP0_"
worstPathMaxFanout = 2
crit_required_ns = 2.80
critical_path_buf_inv_count = 1
crit_type = "reg -> out"
crit_slowest_cell = "clkdlybuf4s50_1"
max_stage_delay_ns = 0.50
crit_arrival_ns = 2.30
cpLargestDelayFamily = "XOR/XNOR gates"

[pwr]
power.switching_mw = 0.3786
combPwrFrac = 0.017
cellPowerDensity_nw_per_um2 = 471.7
p_leak_nw = 1.377
power_frac_clock = 0.377
p_int_mw = 1.468
switching_share = 0.2050
pwr-share-seq = 0.606
max-vdd-ir-drop_uv = 233.7

[drt]
vias_per_cell = 4.591
wl_met2_mm = 2.369
totalWireLength_mm = 5.146
remaining_drc_errors = 0
drt_iter0_markers = 96
n_antenna_cell = 0
routed.top_layer = "met4"
first_pass_iters = 4
ant_nets = 0
vias = 2213
routedWlPerCell_um = 10.68
met3WireLength_um = 115
met1Wirelength_mm = 2.593

[flow_run]
warning_count = 26
max_cap_viol_count = 0

[clocking]
cts_tree = "built"
cts_buffer_depth = 2
htreeDepth = 3
cts_resized = 0
cts_root_buf = "clkbuf_8"
clk_pin_slew_ns = 0.09
clock_latency_ns = 0.34
holdBufCountCts = 0
numCtsBuffers = 9
cts.sinks = 98
post-cts-setup-buffers = 0

[cells_and_area]
combGateArea_um2 = 1343
finalCoreUtilization = 0.5762
flop_area_um2 = 1962
drive_gt1_frac = 0.06218
syn2layout_area_growth_pct = 11.43
nFillCells = 600
stdcell_count = 482

[global_routing]
grt_pass1_vias = 2006
grt_antenna_before_repair = 0
grt_usage = 0.1533
grt_max_degree = 51
grt-ovfl-total = 0
grt_pass1_wl_mm = 8.700

[min_path]
min_path_type = "reg -> reg"

[die]
die-area_um2 = 7366
fp_util = 0.5171
num_rows = 30
ioPinCount = 27
die_y_um = 85.83
die_x_um = 85.83
core_region_area_um2 = 6794

[run_status]
status = "finished, final reports clean"
-- cell families (layout without fill, tap and decap cells) --
family	after synthesis	count (layout)	share of synthesized area
adder cells (fa/ha/maj)	2	2	0.007121
XOR/XNOR	34	34	0.09473
flip-flops	98	98	0.5584
AND/OR/NAND/NOR	158	158	0.2126
buffers and inverters	38	47	0.06019
AND-OR/OR-AND	47	47	0.06695
-- sequential cells by signal, summed over array words and instances (netlist names) --
register	cells
ps2_signal.PS2Clk_sync	2
ps2_signal.ready	1
ps2_signal.fifo	44
ps2_signal.PS2Data	1
ps2_signal.counter	6
ps2_signal.buffer	44
-- tightest hold or removal path, stage by stage (launching register included) --
cell and delay, ns:
dfxtp_1 0.30, nand2_1 0.05, a21oi_1 0.05
-- power by group through the flow --
stage                 logic (mW)  clock network [mW]  registers [mW]
after CTS                 0.0320               0.722            1.12
after global routing      0.0346               0.773            1.12
final                     0.0313               0.697            1.12
-- per-layer routing --
layer,GRT usage,vias up
met5,0,-
met4,0.02879,0
met3,0.01953,8
met2,0.2509,24
met1,0.2334,999
li1,-,1182
-- synthesized netlist by cell type --
| cell type | number |
|---|---|
| inv_1 | 2 |
| xor2_1 | 7 |
| nand2_1 | 93 |
| clkbuf_1 | 10 |
| nor2_1 | 5 |
| and2_1 | 44 |
| or2_2 | 1 |
| a21oi_1 | 46 |
| nor3_1 | 1 |
| ha_1 | 2 |
| o21ai_0 | 1 |
| nand4_1 | 4 |
| nor4_2 | 1 |
| buf_4 | 16 |
| nor2b_1 | 3 |
| nor2_2 | 1 |
| nand3_1 | 1 |
| buf_1 | 3 |
| nand2b_1 | 2 |
| or2_1 | 1 |
| xnor2_2 | 1 |
| dfxtp_1 | 98 |
| buf_2 | 7 |
| or3_1 | 1 |
| xnor3_1 | 2 |
| xnor2_1 | 24 |
-- cell type report --
cell class,count,share of cell area
clock buffer,10,0.03516
sequential,98,0.5011
inverter,2,0.001918
timing repair buffer,30,0.07415
clock inverter,5,0.01406
multi-input combinational,241,0.3429
tap,96,0.03068
-- per-stage QoR --
stage	power [mW]	instance area [um^2]
after global routing	1.927	3915
after detailed placement	1.177	3722
after global placement	1.177	3722
after floorplan	1.167	3513
after CTS	1.873	3915
final	1.847	3915
-- layout by cell type, fill, tap and decap left out, drive strengths merged --
cell type	count
a21oi	46
nand3	1
xnor2	25
clkdlybuf4s50	26
and2	44
nor3	1
nand2b	2
or2	2
clkinvlp	2
xnor3	2
or3	1
nor2	6
nor2b	3
clkbuf	10
bufinv	1
nand2	93
dfxtp	98
o21ai	1
nand4	4
clkinv	2
nor4	1
inv	2
buf	4
xor2	7
ha	2
-- worst min path at each step --
stage / from / to / slack (ns) / cells after the start
4_1_cts: ps2_signal.PS2Data$_SDFF_PP0_ / ps2_signal.buffer[0]$_SDFFE_PP0N_ / 0.44 / 2
5_1_grt: ps2_signal.PS2Data$_SDFF_PP0_ / ps2_signal.buffer[0]$_SDFFE_PP0N_ / 0.45 / 2
6_report: ps2_signal.PS2Data$_SDFF_PP0_ / ps2_signal.buffer[0]$_SDFFE_PP0N_ / 0.44 / 2
No activity file was given, so power comes from the tool's default toggle rates.
