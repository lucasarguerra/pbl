===== ./config.mk =====
export PLATFORM = sky130hd
export DESIGN_NAME = mouse_position
export DESIGN_NICKNAME = mouse_position
export VERILOG_FILES = /design/flow/design.v
export SDC_FILE = /design/flow/constraint.sdc
export NUM_CORES = 4
export LEC_CHECK = 1
export CORE_UTILIZATION = 30

===== ./run.sh =====
#!/bin/bash
# OpenROAD 26Q1-2900-gdf79404cd8, Yosys 0.63+post, stock flow scripts
make -C /OpenROAD-flow-scripts/flow DESIGN_CONFIG=/design/flow/config.mk WORK_HOME=/design/flow/orfs finish

===== ./design.v =====
module mouse_position (
    input  wire        clk,
    input  wire        reset_n,
    input  wire        new_data,
    input  wire signed [7:0] dx,
    input  wire signed [7:0] dy,
    output reg  [9:0]  pos_x,
    output reg  [9:0]  pos_y
);
    initial begin
        pos_x = 10'd320;
        pos_y = 10'd240;
    end
    reg signed [10:0] tmpx;
    reg signed [10:0] tmpy;
    always @(posedge clk or negedge reset_n) begin
        if (!reset_n) begin
            pos_x <= 10'd320;
            pos_y <= 10'd240;
        end else begin
            if (new_data) begin
                tmpx = $signed({1'b0, pos_x}) + $signed(dx);  
                tmpy = $signed({1'b0, pos_y}) + $signed(dy);
                if (tmpx < 0) pos_x <= 10'd0;
                else if (tmpx > 10'd639) pos_x <= 10'd639;
                else pos_x <= tmpx[9:0];
                if (tmpy < 0) pos_y <= 10'd0;
                else if (tmpy > 10'd479) pos_y <= 10'd479;
                else pos_y <= tmpy[9:0];
            end
        end
    end
endmodule

===== ./constraint.sdc =====
current_design mouse_position

set clk_period 8.7
set clk_io_pct 0.2

create_clock -name clk0 -period $clk_period [get_ports {clk}]

set non_clock_inputs [all_inputs -no_clocks]
set_input_delay [expr $clk_period * $clk_io_pct] -clock clk0 $non_clock_inputs
set_output_delay [expr $clk_period * $clk_io_pct] -clock clk0 [all_outputs]

==> flow_metrics.env <==
# implementation run metrics
export IMPL_outcome="finished, final reports clean"
export IMPL_warnings=25
export IMPL_ys_warn_count=1
export IMPL_initCoreUtil=0.3154
export IMPL_io_pins=39
export IMPL_synth_cells=205
export IMPL_finalMaxSlewViolations=0
export IMPL_dr_pass1_iters=4
export IMPL_rsz0062_at_grt="false"
export IMPL_lay_top_count="clkdlybuf4s50_1"
export IMPL_grt_util_all_layers=0.1356
export IMPL_fin_crit_ns=4.210
export IMPL_routed_wire_length_per_instance_um=13.04
export IMPL_largest_area_cell="dfrtp_1"
export IMPL_setup_tns_ns=0
export IMPL_h_tree_depth=1
export IMPL_timing_fmax_ghz=0.2375
export IMPL_cts_tree="done"
export IMPL_async_flop_share=1.000
export IMPL_regToRegStartpoint="pos_y[0]"
export IMPL_final_cells=318
export IMPL_grt_max_degree=21
export IMPL_slew_headroom=0.6882
export IMPL_dpl_hpwl_um=3243
export IMPL_grt_overflow=0
export IMPL_area_growth_pct=26.62
export IMPL_grt_pass1_wl_um=6913
export IMPL_yosys_stat_seqShare=0.2689
export IMPL_crit_arrival_ns=4.39
export IMPL_crit_start="dy[0]"
export IMPL_n_antenna_cell=0
export IMPL_wl_um=4146
export IMPL_drt_iter0_drc=60
export IMPL_synthTopCellsByArea="dfrtp_1, ha_1, dfstp_2"
export IMPL_drc_errors=0
export IMPL_final_antenna_net_count=0
export IMPL_min_path_cells=1
export IMPL_finalPower_uw=690.5
export IMPL_cts_resized=0
export IMPL_hold_violations=0
export IMPL_post_cts_buffers=0
export IMPL_via_per_inst=5.066
export IMPL_yosys_cells=205
export IMPL_rows=28
export IMPL_core_area_sq_um=5991
export IMPL_nFillCells=589
export IMPL_worstPathMaxFanout=14
export IMPL_edf_count=0
export IMPL_fp_dieH_um=81.36
export IMPL_crit_path_end="pos_y[2]"
export IMPL_finalClockPeriodUsage=0.4839
export IMPL_finClkSkew_ns=0.005890
export IMPL_synth_top_area_share=0.1854
export IMPL_cts_num_sinks=20
export IMPL_lay_top_cells="clkdlybuf4s50_1, ha_1, nor2_1"
export IMPL_ff2ff_path_depth=9
export IMPL_critPathCaptureType="flop"
export IMPL_leakage_uw=0.001041
export IMPL_first_global_vias=1466
export IMPL_slowest_stage="a2111o_1"
export IMPL_cts_buffer_depth=2
export IMPL_layout_setup_ws_ns=4.490
export IMPL_antenna_found_initial=0
export IMPL_die_area_sq_um=6619
export IMPL_vias=1611
export IMPL_ys_types=55
export IMPL_cts_buffers=3
export IMPL_ys_flops=20
export IMPL_final_util=0.3993
export IMPL_post_place_cells=314
export IMPL_setup_viol=0
export IMPL_peakVddDrop_mv=0.1097
export IMPL_min_path_type="reg -> reg"
export IMPL_gp_congestion=0.8553
export IMPL_ff_type="dfrtp_1"
export IMPL_max_stage_delay_ns=0.60
export IMPL_root_buffer="clkbuf_8"
export IMPL_path_class="in -> reg"
export IMPL_syn_area_sq_um=1889
export IMPL_dp_slack_ns=4.209
export IMPL_insertion_delay_ns=0.25
export IMPL_worst_pin_slew_ns=0.4644
export IMPL_rrSetupSlack_ns=6.05
export IMPL_timing_rr_end="pos_y[2]"
export IMPL_critPathRequiredTime_ns=8.88
export IMPL_die_x_um=81.36
export IMPL_port_buffers=38
export IMPL_worst_setup_path_start_kind="primary input"
export IMPL_avgSynthCellArea_sq_um=9.216
export IMPL_p_per_area_nw_per_um2=288.6
export IMPL_postCtsHoldBufs=0
export IMPL_drive_gt1_frac=0.08642
export IMPL_drv_cap=0
export IMPL_ys_area_sq_um=1889
export IMPL_worstPathCellList="clkdlybuf4s50_1, ha_1, inv_1, fa_1, and2b_2, o2111ai_4, a31o_1, a2111o_1, a2bb2oi_1, o21ai_1"
export IMPL_clk_pin_slew_worst_paths_ns=0.07
==> metrics by stage <==
stage	area (sq um)	hold slack [ns]
2_1_floorplan	1889	0.4587
3_3_place_gp	2337	0.4917
3_5_place_dp	2337	0.4971
4_1_cts	2392	0.5072
5_1_grt	2392	0.5171
6_report	2392	0.4993
==> synthesized netlist by cell type (2+ instances only) <==
| library cell | instances |
|---|---|
| xor2_1 | 5 |
| and3_1 | 3 |
| a211oi_1 | 3 |
| o21ai_0 | 6 |
| nor2_1 | 17 |
| buf_2 | 3 |
| nor4_1 | 3 |
| nand2_1 | 5 |
| inv_1 | 11 |
| nand3_1 | 4 |
| dfrtp_1 | 14 |
| o2bb2ai_1 | 3 |
| ha_1 | 20 |
| a22o_1 | 4 |
| o21bai_1 | 2 |
| o21ai_1 | 8 |
| dfstp_2 | 6 |
| xnor2_1 | 7 |
| o211ai_1 | 2 |
| a2bb2oi_1 | 11 |
| nand2b_1 | 4 |
| nor2b_1 | 10 |
| fa_1 | 2 |
| a21oi_1 | 14 |
| a211o_1 | 2 |
| a21o_1 | 7 |
==> routing by layer <==
layer / vias to the layer above / track usage / part of all wire
li1: 845 / - / -
met1: 734 / 0.2180 / 0.51
met2: 30 / 0.1975 / 0.43
met3: 2 / 0.02737 / 0.050
met4: 0 / 0.005357 / 0.0031
met5: - / 0 / 0
==> worst min-delay path by stage <==
stage / slack (ns) / to / from
finish: 0.50 / pos_y[7] / pos_y[7]
global route: 0.52 / pos_y[7] / pos_y[7]
CTS: 0.51 / pos_y[7] / pos_y[7]
==> kinds of logic after synthesis <==
group,share of synthesized area
adder cells (fa/ha/maj),0.1536
XOR/XNOR,0.05563
AND/OR/NAND/NOR,0.1676
multiplexers,0.005960
flip-flops,0.2689
AND-OR/OR-AND,0.3086
buffers and inverters,0.03973
==> area by class of cell <==
type,count,area (sq um),share of cell area
Sequential cell,20,508.0,0.2123
Timing Repair Buffer,39,387.9,0.1621
Inverter,11,41.29,0.01726
Tap cell,75,93.84,0.03923
Clock buffer,4,55.05,0.02301
Multi-Input combinational cell,169,1306,0.5460
==> power breakdown <==
group	leakage [uW]	total, uW	switching, uW	internal, uW
Sequential	0.000241	165	30.5	134
Combinational	0.000771	457	222	235
Clock	0.0000288	68.9	28.7	40.2
==> critical path: cells and delay by family <==
| kind | cells | cell delay [ns] |
|---|---|---|
| adders and majority gates | 2 | 0.57 |
| buffers and inverters | 2 | 0.52 |
| AOI/OAI and AO/OA | 5 | 1.29 |
| and+or+nand+nor | 1 | 0.26 |
==> state kept, by name, summed over array words and instances (netlist names) <==
register,count
pos_x,10
pos_y,10
No activity file was given, so power comes from the tool's default toggle rates.
